==> ./design.v <==
module FIFO_MEM #(parameter DATA_WIDTH = 8 , FIFO_DEPTH = 8,POINTER_WIDTH = 4) (
  input                      wclk,
  input                      wrst_n,
  input  [POINTER_WIDTH-2:0] raddr,
  input                      winc,
  input                      wfull,
  input  [DATA_WIDTH-1:0]    wdata,
  input  [POINTER_WIDTH-2:0] waddr,
  output [DATA_WIDTH-1:0]    rdata
  );
  reg [DATA_WIDTH-1:0] mem [FIFO_DEPTH-1:0];
  integer i;
  always @ (posedge wclk or negedge wrst_n )
   begin
     if (!wrst_n)
       begin
         for (i = 'd0 ; i < FIFO_DEPTH ; i = i + 'd1)
           mem[i] <= {DATA_WIDTH{1'd0}};
         end
      else if (winc && !wfull)
        mem[waddr] <= wdata ;
      end
      assign rdata = mem[raddr] ;
endmodule 
==> ./run.sh <==
#!/bin/bash
# OpenROAD 26Q1-2900-gdf79404cd8, Yosys 0.63+post, stock flow scripts
make -C /OpenROAD-flow-scripts/flow DESIGN_CONFIG=/design/flow/config.mk WORK_HOME=/design/flow/orfs finish
==> ./config.mk <==
export PLATFORM = sky130hd
export DESIGN_NAME = FIFO_MEM
export DESIGN_NICKNAME = FIFO_MEM
export VERILOG_FILES = /design/flow/design.v
export SDC_FILE = /design/flow/constraint.sdc
export NUM_CORES = 4
export LEC_CHECK = 1
export CORE_UTILIZATION = 50
==> ./constraint.sdc <==
current_design FIFO_MEM

set clk_period 2.7
set clk_io_pct 0.2

create_clock -name clk0 -period $clk_period [get_ports {wclk}]

set non_clock_inputs [all_inputs -no_clocks]
set_input_delay [expr $clk_period * $clk_io_pct] -clock clk0 $non_clock_inputs
set_output_delay [expr $clk_period * $clk_io_pct] -clock clk0 [all_outputs]
==> impl_metrics.env <==
# physical design summary
export IMPL_outcome="complete, no violations"
export IMPL_final_cell_count_no_fill=338
export IMPL_r2r_end="mem[4][5]"
export IMPL_cts_buffers=9
export IMPL_ir_drop_uv=421
export IMPL_area_delta_synth_final_pct=22.4
export IMPL_drt_iter0_drc=53
export IMPL_timing_rr_start="mem[4][5]"
export IMPL_postSynthAreaPerCell_um2=14.1
export IMPL_io_pins=26
export IMPL_syn_instance_count=215
export IMPL_dp_slack_ps=-131
export IMPL_yosysSeqAreaShare_pct=53.0
export IMPL_rr_worst_depth=1
export IMPL_reg_top3="mem x64"
export IMPL_cp_max_fo=3
export IMPL_vias_per_cell=5.73
export IMPL_clk_path_buf_depth=2
export IMPL_ant_nets=0
export IMPL_finalHoldViolCount=0
export IMPL_cts_tree="built"
export IMPL_setup_ws_ps=139
export IMPL_num_vias=1936
export IMPL_slowest_stage="clkdlybuf4s50_1"
export IMPL_synth_flops=64
export IMPL_rrSetupSlack_ps=1930
export IMPL_largest_register_ffs=64
export IMPL_dieArea_mm2=0.00636
export IMPL_max_cap_viol_count=0
export IMPL_io_buffers=25
export IMPL_core_util_floorplan_pct=53.3
export IMPL_worstMarginPinSlew_ps=647
export IMPL_worstPathArrival_ps=2020
export IMPL_grt_overflow=0
export IMPL_fin_crit_ps=2560
export IMPL_std_cell_rows=27
export IMPL_tns_ps=0
export IMPL_clk_pin_slew_ps=70
export IMPL_routabilityCongestion=0.784
export IMPL_grt_pass1_wl_um=10800
export IMPL_endpoint_kind="primary output"
export IMPL_cts_root_buf="clkbuf_8"
export IMPL_routedWlPerCell_um=19.3
export IMPL_syn_area_mm2=0.00302
export IMPL_relSlewSlack_pct=56.8
export IMPL_grt_pass1_vias=2031
export IMPL_core_area_mm2=0.00568
export IMPL_yosys_warnings=2
export IMPL_warnings=26
export IMPL_worstSetupPathType="input pin to primary output"
export IMPL_drive_gt1_share_pct=42.5
export IMPL_fin_skew_ps=0
export IMPL_finalClockPeriodUsage_pct=94.9
export IMPL_dpl_hpwl_um=4200
export IMPL_hold_path_class="input pin to asynchronous set/reset pin"
export IMPL_fp_dieW_um=79.8
export IMPL_htree_levels=3
export IMPL_p_per_area_mw_per_mm2=677
export IMPL_routed_wl_um=6520
export IMPL_required_ps=2160
export IMPL_grt_max_degree=38
export IMPL_drc=0
export IMPL_critPathLaunchType="input pin"
export IMPL_die_h_um=79.8
export IMPL_fmax_ghz=0.390
export IMPL_antenna_found_initial=0
export IMPL_insertion_delay_ps=330
export IMPL_regMostFlops="mem"
export IMPL_track_usage_pct=24.0
export IMPL_clkSinkCount=64
export IMPL_insertedDiodeCount=0
export IMPL_rsz0062_at_grt="false"
export IMPL_crit_path_cell_trace="dlygate4sd2_1 -> buf_4 -> nor2b_1 -> a221oi_2 -> o22a_1 -> clkdlybuf4s50_1"
export IMPL_yosysUniqueCellTypes=24
export IMPL_ys_area_mm2=0.00302
export IMPL_critical_path_max_stage_delay_ps=450
export IMPL_place_inst=321
export IMPL_drv_slew=0
export IMPL_first_pass_iters=4
export IMPL_finalSetupViolCount=0
export IMPL_ys_cells=215
export IMPL_power_static_leakage_nw=1.66
synthesized netlist by cell type, drive strengths merged:
cell / number / area [µm²]
o32a: 1 / 10.0
mux2i: 22 / 220
o22a: 7 / 61.3
o22ai: 7 / 43.8
buf: 9 / 50.0
nor2b: 2 / 12.5
a22o: 1 / 8.76
a21oi: 1 / 5.00
nand2b: 4 / 25.0
nand2: 5 / 21.3
nor2: 4 / 17.5
and3: 1 / 6.26
a211oi: 5 / 37.5
dfrtp: 64 / 1600
mux2: 65 / 732
a221oi: 3 / 26.3
nor3b: 7 / 86.3
nand3b: 3 / 42.5
inv: 4 / 15.0
worst max-delay path, delay by kind of cell:
family	cells	cell delay, ps
buffers and inverters	3	890
AOI/OAI and AO/OA	2	420
and+or+nand+nor	1	170
through the flow:
stage	cell area, µm²	power, mW	hold WS (ps)	util (%)
after floorplan	3020	1.61	244	-
after global routing	3700	2.65	256	65.2
final	3700	2.51	226	65.2
after CTS	3690	2.52	235	65.1
after global placement	3480	1.79	486	61.3
after detailed placement	3480	1.82	492	61.3
what timing repair did:
item,CTS,global route
pin swaps,4,4
cloned,1,0
setup endpoints to repair,8,5
setup buffers,0,0
hold buffers,0,0
gates resized,8,4
final cells by class:
cell class                 count  area, µm²
clock buffer                  12        145
inverter                       4       15.0
fill                         405       1970
timing repair buffer          44        450
tap                           72       90.1
clock inverter                 4       20.0
multi-input combinational    138       1380
sequential                    64       1600
report_power, final:
part / leakage (nW) / switching (mW) / internal [mW] / total (mW)
Combinational: 0.789 / 0.188 / 0.334 / 0.521
Sequential: 0.785 / 0.109 / 1.18 / 1.29
Clock: 0.0899 / 0.342 / 0.352 / 0.694
Total: 1.66 / 0.639 / 1.87 / 2.51
cells by family (layout without fill, tap and decap cells):
logic type             Yosys count  count (layout)  share of synthesized area, %
AOI/OAI and AO/OA               25              25                          6.37
buffers and inverters           13              64                          2.15
and+or+nand+nor                 26              26                          6.99
DFF                             64              64                          53.0
muxes                           87              87                          31.5
cell usage in the layout, fill, tap and decap left out, drive strengths merged, types with 2 or more instances in the layout:
cell type / count
a211oi: 5
a221oi: 3
buf: 19
clkbuf: 13
clkdlybuf4s50: 21
clkinv: 4
dfrtp: 64
dlygate4sd2: 2
inv: 4
mux2: 65
mux2i: 22
nand2: 5
nand2b: 4
nand3b: 3
nor2: 4
nor2b: 2
nor3b: 7
o22a: 7
o22ai: 7
layer usage:
metal  part of all wire (%)  up-vias  GRT usage (%)
li1                       -      904              -
met1                     46      980           36.0
met2                     46       44           37.2
met3                    6.2        8           7.31
met4                    1.2        0           2.68
met5                      0        -              0
how the worst max path moves through the flow:
stage | cells past startpoint | slack [ps] | from | endpoint
finish | 6 | 140 | raddr[0] | rdata[7]
global route | 6 | 30 | raddr[0] | rdata[7]
CTS | 6 | 40 | raddr[1] | rdata[1]
Power is estimated from default activity; no workload was simulated.
