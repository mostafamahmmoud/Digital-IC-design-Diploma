--- design/flow/config.mk ---
export PLATFORM = sky130hd
export DESIGN_NAME = Register_file
export DESIGN_NICKNAME = Register_file
export VERILOG_FILES = /design/flow/design.v
export SDC_FILE = /design/flow/constraint.sdc
export NUM_CORES = 4
export LEC_CHECK = 1
export CORE_UTILIZATION = 30
--- design/flow/constraint.sdc ---
current_design Register_file

set clk_period 1.9
set clk_io_pct 0.2

create_clock -name clk0 -period $clk_period [get_ports {CLK}]

set non_clock_inputs [all_inputs -no_clocks]
set_input_delay [expr $clk_period * $clk_io_pct] -clock clk0 $non_clock_inputs
set_output_delay [expr $clk_period * $clk_io_pct] -clock clk0 [all_outputs]
--- design/flow/design.v ---
module Register_file (
  input [15:0] WrData,
  input [2:0] Address,
  input WrEn , RdEn , CLK ,RST,
  output reg [15:0] RdData);
  reg [15:0] Reg_file [7:0] ;
always @ ( posedge CLK or negedge RST )
begin
  if (!RST)
    begin
      Reg_file[0] <= 16'd0;
      Reg_file[1] <= 16'd0;
      Reg_file[2] <= 16'd0;
      Reg_file[3] <= 16'd0;
      Reg_file[4] <= 16'd0;
      Reg_file[5] <= 16'd0;
      Reg_file[6] <= 16'd0;
      Reg_file[7] <= 16'd0;
    end
  else
    begin
     if (WrEn)
       Reg_file[Address] <= WrData;
     if(RdData)
       RdData <= Reg_file[Address];
     end
   end
 endmodule
--- design/flow/run.sh ---
#!/bin/bash
# OpenROAD 26Q1-2900-gdf79404cd8, Yosys 0.63+post, stock flow scripts
make -C /OpenROAD-flow-scripts/flow DESIGN_CONFIG=/design/flow/config.mk WORK_HOME=/design/flow/orfs finish
==> impl_metrics.json <==
{
  "power.density_mw_per_mm2": 1130,
  "dp_hpwl_mm": 9.69,
  "outcome": "complete, no violations",
  "crit_required_ps": 1520,
  "clock_sinks": 144,
  "timing.fmax_mhz": 584,
  "firstDrtPassIters": 4,
  "synth_top_flop_cell": "sky130_fd_sc_hd__dfrtp_1",
  "ff2ff_path_depth": 4,
  "synthArstFlopShare_pct": 88.9,
  "crit_slowest_cell": "sky130_fd_sc_hd__clkdlybuf4s50_1",
  "timing.final.crit_period_ps": 1710,
  "tritoncts.num_buffers": 17,
  "cp_data_arrival_time_ps": 1330,
  "clock_transition_time_at_the_flip_flop_clock_pins_of_the_worst_setup_and_hold_paths_ps": 60,
  "worst_slew_pin_slew_ps": 701,
  "clk_latency_ps": 410,
  "grt_first_pass_wirelength_mm": 24.0,
  "timing.setup.critical_path_class": "reg2out",
  "vias_in_the_first_global_route": 4261,
  "drcViolationCount": 0,
  "critical_path_peak_fanout": 2,
  "syn_avg_cell_area_um2": 14.7,
  "max-slew-margin-rel_pct": 53.3,
  "power.switching_fraction_pct": 22.7,
  "synth_seq_share_pct": 57.0,
  "core_area_mm2": 0.0211,
  "yosys-stat-area_mm2": 0.00646,
  "grt_usage_pct": 14.7,
  "warnings": 28,
  "power.share.clock_pct": 39.9,
  "clock_root_buffer_master": "sky130_fd_sc_hd__clkbuf_16",
  "yosys_register_bits": 144,
  "route.antenna.remaining_nets": 0,
  "dr.first_iter.drc_count": 184,
  "globalRoute.totalOverflow": 0,
  "worst_ir_drop_vdd_uv": 561,
  "die_width_um": 149,
  "combPwrFrac_pct": 15.0,
  "critical_path.reg2reg.endpoint": "RdData[13]",
  "cts_htree_levels": 4,
  "initial_antenna_violation_count": 0,
  "critPathMaxStageDelay_ps": 490,
  "fin_setup_tns_ps": 0,
  "timing.critical_path.to_type": "output port",
  "drt-wirelength-per-cell_um": 18.2,
  "routed-via-count": 3919,
  "setup_viol": 0,
  "place_worst_setup_slack_ps": -164,
  "synth_area_mm2": 0.00646,
  "finalMaxSlewViolations": 0,
  "most_area_hungry_cell_type_in_the_yosys_netlist": "sky130_fd_sc_hd__dfrtp_1",
  "sw_power_uw": 2070,
  "wl_mm": 14.6,
  "cts_repair_resize_count": 0,
  "layout-drive-gt1-share_pct": 41.3,
  "hold_path_class": "in2async",
  "area_growth_syn_to_layout_pct": 25.0,
  "num_io_pins": 39,
  "synthesis.instances": 441,
  "ys_top_cells_by_area": "sky130_fd_sc_hd__dfrtp_1 50%, sky130_fd_sc_hd__mux2_2 22%, sky130_fd_sc_hd__edfxtp_1 7.4%",
  "final_period_util_pct": 90.1,
  "worstPathBufferInverterCount": 1,
  "synth-edff-count": 16,
  "sequence_of_cells_on_the_critical_path": "clkdlybuf4s50_1",
  "floorplan.initialDensity_pct": 30.6,
  "die_y_um": 149,
  "most_numerous_cell_types_in_the_synthesized_netlist": "128 x sky130_fd_sc_hd__dfrtp_1, 127 x sky130_fd_sc_hd__mux2_2, 44 x sky130_fd_sc_hd__mux2i_1",
  "gp_routability_congestion": 0.813,
  "synth_largest_type_area_fraction_pct": 49.6,
  "synth_dominant_cell_count": "sky130_fd_sc_hd__dfrtp_1",
  "portBuffers": 37,
  "fin_skew_ps": 7.89,
  "yosys_warnings": 2,
  "timing.critical_path.from_type": "flop",
  "yosys-stat-cells": 441,
  "max-clock-path-buffers": 2,
  "dieArea_mm2": 0.0221,
  "tritoncts": "built",
  "post-route-worst-setup-slack_ps": 188,
  "cell_internal_power_dissipation_uw": 7040,
  "cap_viol_max_count": 0,
  "core.rowCount": 53,
  "grt_max_degree": 129,
  "cts-hold-fix-buffers": 0,
  "p_leak_uw": 0.00342,
  "unrepaired_setup_endpoints_after_global_routing": "no",
  "power.sequential.fraction_pct": 45.1,
  "final_hold_viol_count": 0,
  "cts.repair_timing.setup_buffer_count": 0,
  "ff2ff_setup_slack_ps": 370,
  "post-route-util_pct": 38.3,
  "crit_family": "buffers and inverters",
  "critical_path_depth": 1,
  "routed_via_density": 4.88,
  "antennaDiodeCount": 0,
  "post_synth_num_cell_types": 35,
  "num-fill-cells": 1925,
  "r2r_start": "RdData[10]"
}
[per-layer routing]
layer | up-vias | routed length (um) | track usage (%)
met2 | 89 | 7030 | 23.3
met3 | 18 | 809 | 4.34
li1 | 1809 | - | -
met1 | 2003 | 6510 | 20.7
met5 | - | 0 | 0
met4 | 0 | 274 | 2.50
[power groups by stage]
stage / clock network, uW / logic [uW] / registers [uW]
after CTS: 3720 / 1380 / 4110
after global routing: 3860 / 1510 / 4190
final: 3640 / 1360 / 4110
[worst max-delay path by stage]
stage | startpoint | to | slack [ps]
after global routing | RdData[7] | RdData[7] | 130
final | RdData[7] | RdData[7] | 190
after CTS | RdData[7] | RdData[7] | 120
[cells by family (layout without fill, tap and decap cells)]
family,after synthesis,in the layout,synth area share [%]
compound gates,53,53,6.08
buf+inv,32,119,3.04
flops,144,144,57.0
mux,172,172,29.2
simple gates,40,40,4.70
[cell usage in the layout, fill, tap and decap left out, types with 5 or more instances in the layout]
cell type,n
sky130_fd_sc_hd__buf_12,6
sky130_fd_sc_hd__dfrtp_1,128
sky130_fd_sc_hd__clkdlybuf4s50_1,34
sky130_fd_sc_hd__a211oi_1,14
sky130_fd_sc_hd__mux2_2,127
sky130_fd_sc_hd__nor3b_1,14
sky130_fd_sc_hd__buf_4,42
sky130_fd_sc_hd__clkbuf_16,18
sky130_fd_sc_hd__nor2_1,5
sky130_fd_sc_hd__o22ai_1,14
sky130_fd_sc_hd__mux2i_1,44
sky130_fd_sc_hd__edfxtp_1,16
sky130_fd_sc_hd__o22a_1,14
[final cells by class]
cell class	instances	area, um^2	area share, %
clock buffers	24	513	6.35
clock inverters	8	148	1.83
inverters	3	11.3	0.139
multi-input cells	265	2590	32.1
flip-flops and latches	144	3680	45.6
well taps	275	344	4.26
repair buffers	84	786	9.73
[per-stage QoR]
step / area [um^2] / hold WS, ps / power, uW / instances
6_report: 8080 / 65.0 / 9110 / 803
5_1_grt: 8080 / 146 / 9550 / 803
4_1_cts: 8080 / 109 / 9210 / 803
3_5_place_dp: 7410 / 491 / 5530 / 771
3_3_place_gp: 7410 / 486 / 5460 / 771
2_1_floorplan: 6460 / 84.4 / 4990 / 441
[registers in the layout (all words and copies together), names as in the netlist]
register	count
Reg_file	128
RdData	16
Power and IR drop assume default switching activity.
