## ./run.sh

```bash
#!/bin/bash
# OpenROAD 26Q1-2900-gdf79404cd8, Yosys 0.63+post, stock flow scripts
make -C /OpenROAD-flow-scripts/flow DESIGN_CONFIG=/design/flow/config.mk WORK_HOME=/design/flow/orfs finish
```

## ./config.mk

```make
export PLATFORM = sky130hd
export DESIGN_NAME = SYS_CTRL
export DESIGN_NICKNAME = SYS_CTRL
export VERILOG_FILES = /design/flow/design.v
export SDC_FILE = /design/flow/constraint.sdc
export NUM_CORES = 4
export LEC_CHECK = 1
export CORE_AREA = 10 10 85 85
export DIE_AREA = 0 0 95 95
```

## ./constraint.sdc

```tcl
current_design SYS_CTRL

set clk_period 2.0
set clk_io_pct 0.2

create_clock -name clk0 -period $clk_period [get_ports {CLK}]

set non_clock_inputs [all_inputs -no_clocks]
set_input_delay [expr $clk_period * $clk_io_pct] -clock clk0 $non_clock_inputs
set_output_delay [expr $clk_period * $clk_io_pct] -clock clk0 [all_outputs]
```

## ./design.v

```verilog
module SYS_CTRL (
input            CLK,
input            RST,
input  [15:0]    ALU_OUT,
input            ALU_OUT_VLD,
input  [7:0]     RF_RdData,
input            RF_RdData_VLD,
input  [7:0]     UART_RX_DATA,
input            FIFO_FULL,
input            UART_RX_VLD,
output reg [3:0] ALU_FUN,
output reg       ALU_EN,
output reg       CLKG_EN,
output reg [3:0] RF_Address,
output reg       RF_WrEn,
output reg       RF_RdEn,
output reg [7:0] RF_WrData,   
output reg [7:0] UART_TX_DATA,  
output reg       UART_TX_VLD,  
output reg       CLKDIV_EN
);
reg [3:0] current_state,next_state;
localparam [3:0] IDLE                  = 4'b0000,
                 address            = 4'b0001,
                 write_data            = 4'b0011,
                 read_data             = 4'b0010,
                 write_fifo            = 4'b0110,
                 write_alu_oper_A      = 4'b0111,
                 write_alu_oper_B      = 4'b0101,
                 alu_fun               = 4'b0100,
                 alu_write_fifo        = 4'b1100,
                 alu_write_fifo_second = 4'b1101;
always @ (posedge CLK or negedge RST )
 begin
   if (!RST)
     current_state <= IDLE;
   else
     current_state <= next_state;
 end
always @(*) 
 begin
   CLKDIV_EN      = 1'd1;
   ALU_EN         = 1'd0;
   CLKG_EN        = 1'd0;
   RF_WrEn        = 1'd0;
   RF_RdEn        = 1'd0;
   UART_TX_VLD    = 1'd0;
   ALU_FUN        = 4'd0;
   RF_Address     = 4'd0;
   UART_TX_DATA   = 8'd0;
   RF_WrData      = 8'd0;
  case (current_state)
    IDLE : begin
           if      (UART_RX_DATA == 8'hAA && UART_RX_VLD)
                    next_state = address;
           else if (UART_RX_DATA == 8'hBB && UART_RX_VLD)
                    next_state = read_data;
           else if (UART_RX_DATA == 8'hCC && UART_RX_VLD)
                    next_state = write_alu_oper_A;
           else if (UART_RX_DATA == 8'hDD && UART_RX_VLD)
                 begin
                    CLKG_EN    = 1'd1; 
                    next_state = alu_fun;
                  end
           else
                    next_state = IDLE;
          end
   address : begin
                 RF_WrEn       = 1'd1;
              if (UART_RX_VLD)
                 begin
                 RF_Address    = UART_RX_DATA [3:0];
                 next_state    = write_data;
                 end
               else
                 next_state = address;
               end
  write_data : begin
                   RF_WrEn       = 1'd1;
                if (UART_RX_VLD)
                 begin
                   RF_WrData     = UART_RX_DATA ;
                   next_state    = IDLE;
                 end
                else
                   next_state = write_data;
                 end
  read_data  : begin
                 RF_RdEn         = 1'd1;
                if (UART_RX_VLD)
                 begin
                   RF_Address    = UART_RX_DATA[3:0];
                   next_state    = write_fifo; 
                 end
                else
                   next_state = read_data;
               end
   write_fifo : begin
                     UART_TX_VLD     = 1'd1;
                 if( RF_RdData_VLD && !FIFO_FULL)
                   begin 
                     UART_TX_DATA = RF_RdData;
                     next_state   = IDLE;
                   end
                 else
                   next_state   = write_fifo;
                 end
   write_alu_oper_A : begin
                         RF_WrEn       = 1'd1;
                         RF_Address    = 4'd0;
                       if( UART_RX_VLD)
                         begin
                         RF_WrData     = UART_RX_DATA ;
                         next_state    = write_alu_oper_B;
                         end
                       else
                         next_state = write_alu_oper_A;
                       end
    write_alu_oper_B : begin
                         CLKG_EN       = 1'd1;
                         RF_Address    = 4'd1;
                         RF_WrEn       = 1'd1;
                       if( UART_RX_VLD)
                         begin
                         RF_WrData     = UART_RX_DATA;
                         next_state = alu_fun;
                         end
                       else
                         next_state = write_alu_oper_B;
                       end
   alu_fun           : begin 
                           CLKG_EN     = 1'd1;
                           ALU_EN      = 1'd1;
                        if(UART_RX_VLD)
                         begin
                           ALU_FUN    = UART_RX_DATA[3:0];
                           next_state = alu_write_fifo;
                          end
                        else
                          next_state = alu_fun;
                        end
  alu_write_fifo    : begin
                           UART_TX_VLD     = 1'd1;
                       if (ALU_OUT <= 8'b11111111)
                         begin 
                        if(ALU_OUT_VLD && !FIFO_FULL)
                          begin
                            UART_TX_DATA = ALU_OUT;
                            next_state   = IDLE;
                          end
                       else
                           next_state  = alu_write_fifo;
                         end
                       else
                         begin
                           if(ALU_OUT_VLD && !FIFO_FULL)
                          begin
                            UART_TX_DATA  = ALU_OUT[7:0];
                            next_state    = alu_write_fifo_second;
                          end
                          else
                           next_state  = alu_write_fifo;
                          end
                    end
    alu_write_fifo_second : begin  
                            UART_TX_VLD     = 1'd1;
                            UART_TX_DATA    = ALU_OUT[15:8];
                            next_state = IDLE;
                            end 
      default            : begin
                           CLKDIV_EN       = 1'd1;
                           ALU_EN          = 1'd0;
                           CLKG_EN         = 1'd0;
                           RF_WrEn         = 1'd0;
                           RF_RdEn         = 1'd0;
                           UART_TX_VLD     = 1'd0;
                           ALU_FUN         = 4'd0;
						               UART_TX_DATA    = 8'd0;
                           RF_Address      = 4'd0;
						               RF_WrData       = 8'd0;
                           next_state      = IDLE;
                           end
    endcase
  end
endmodule
```

==> run_results.csv <==
group,metric,value,unit
run_status,outcome,"complete, no violations",
setup_path,slowest_delay,0.40,ns
layout,fin_area,1857,µm²
job,warnings,26,
layout,layout-drive-gt1-share,0.2953,
layout,postLayoutCoreUtil,0.3393,
setup_path,arrival,1.57,ns
layout,stdcell_count,265,
final_timing,fin_skew,0.001127,ns
drt,drc_errors,0,
setup_path,cp-end-kind,"primary output",
place,dp_hpwl,2947,µm
drt,detail_route.vias_per_cell,4.098,
setup_path,cp_slowest_cell,"dfrtp_1",
die,core-area,5473,µm²
grt,gr-total-overflow,0,
synth,async_flop_share,1.000,
die,row_count,27,
place,gp_congestion,0.8007,
setup_path,worstPathMaxFanout,3,
die,die_h,95,µm
clock_network,cts_buffers,3,
final_timing,finalCriticalPeriod,1.974,ns
clock_network,htree_levels,1,
grt,antenna_found_initial,0,
final_timing,post-route-period-util,0.9871,
final_timing,rsz0062_at_grt,"yes",
layout,flop_area,252.7,µm²
synth,enable_flop_cells,0,
grt,grt_pass1_vias,1102,
drt,vias,1086,
min_path,hp-class,"input pin to asynchronous set/reset pin",
place,port_buffers,66,
synth,ys.flop_type,"dfrtp_1",
power,p_leak,1.058,nW
place,dp.cells,239,
clock_network,cts.clk_slew.worst_paths,0.05,ns
drt,postRouteAntennaNets,0,
die,fp.dieArea,9025,µm²
die,die_w,95,µm
final_timing,finalHoldViolCount,0,
synth,synth_area_per_cell,8.872,µm²
layout,fill_cells,540,
synth,synth_cell_types,35,
setup_path,cp.required,1.60,ns
synth,postSynthSeqShare,0.3221,
clock_network,cts_max_path_buffers,2,
final_timing,timing.hold.ws,0.4862,ns
power,seqPwrFrac,0.365,
power,power.density,306.0,nW/µm²
setup_path,reg2reg_to,"current_state[0]",
synth,ys_cells,88,
power,swShare,0.2171,
final_timing,tns,0,ns
final_timing,slew_viol_final,0,
grt,grt_first_pass_wirelength,5837,µm
setup_path,crit_chain,"and3b_2 -> buf_4 -> a222oi_1 -> inv_1 -> dlygate4sd2_1",
setup_path,r2r_start,"current_state[4]",
power,p_int,0.4448,mW
clock_network,root_buffer,"clkbuf_8",
die,initial_core_util,0.1427,
layout,syn_to_final_growth,137.8,%
drt,wl,3838,µm
synth,ys_area,780.7,µm²
place,pre_cts_ws,-0.4553,ns
final_timing,setup_slack,0.02579,ns
drt,drtIter0Drc,95,
drt,antenna_cells_inserted,0,
synth,syn_inst,88,
final_timing,report.final.setup_viol,0,
power,p_total,0.5682,mW
setup_path,rr_worst_depth,7,
job,maxCapViolCount,0,
place,dpl_cell_area,1634,µm²
power,switchingPower,0.1234,mW
synth,yosysWarnings,1,
grt,grtUsageTotal,0.07985,
power,clockPowerShare,0.374,
power,vdd_drop_max,0.1641,mV
final_timing,fmax,506.5,MHz
synth,syn-cell-area,780.7,µm²
clock_network,clock_latency,0.23,ns
setup_path,criticalPathCategory,"register to primary output",
drt,wl_per_cell,14.48,µm
power,p_comb_frac,0.261,
layout,comb_area,470.5,µm²
setup_path,critPathLaunchType,"register",
drt,drtPass1Iterations,5,
clock_network,clock_sinks,10,
grt,grt_max_degree,14,
setup_path,r2r_setup_slack,0.44,ns
die,boundaryPins,68,
clock_network,tritoncts,"done",
synth,ys.flops,10,
-- critical path, delay by kind of cell, from the launching register on --
family | cells | cell delay, ns
AND-OR/OR-AND | 1 | 0.27
flip-flops | 1 | 0.40
AND/OR/NAND/NOR | 1 | 0.25
buffers and inverters | 3 | 0.43
-- cell type report --
type / count / share of cell area
Multi-Input combinational cell: 62 / 0.2534
Tap cell: 72 / 0.04852
Timing Repair Buffer: 105 / 0.5135
Sequential cell: 10 / 0.1361
Clock buffer: 4 / 0.02426
Inverter: 12 / 0.02426
-- cell families after synthesis --
| group | synth area share |
|---|---|
| simple gates | 0.2869 |
| flops | 0.3221 |
| buf+inv | 0.1090 |
| mux | 0.02884 |
| xor+xnor | 0.01122 |
| other cells | 0.004803 |
| compound gates | 0.2372 |
-- how the worst max path moves through the flow --
stage	from	endpoint	cells past startpoint
after CTS	current_state[9]	RF_WrData[6]	3
final	current_state[4]	UART_TX_DATA[5]	5
after global routing	current_state[4]	UART_TX_DATA[6]	5
-- placed cells by master (no fill, tap or decap), types with 3 or more instances in the layout --
cell | synthesis | layout
dlymetal6s2s_1 | 0 | 5
nand2_1 | 3 | 3
and3_1 | 4 | 4
dlygate4sd2_1 | 0 | 20
and2_1 | 10 | 10
inv_1 | 12 | 12
dfrtp_1 | 9 | 8
or3_1 | 3 | 3
clkdlybuf4s50_1 | 0 | 32
buf_6 | 1 | 6
clkdlybuf4s15_1 | 0 | 3
a222oi_1 | 8 | 8
and3b_2 | 0 | 3
clkbuf_2 | 0 | 3
buf_4 | 2 | 32
clkbuf_8 | 0 | 3
-- power by group through the flow --
stage	logic [mW]	clock network (mW)	registers [mW]
4_1_cts	0.142	0.219	0.207
5_1_grt	0.161	0.225	0.208
6_report	0.148	0.213	0.208
-- routing by layer --
layer | GRT usage | part of all wire
met4 | 0.01247 | 0.0089
met5 | 0 | 0
met1 | 0.1033 | 0.43
met2 | 0.1367 | 0.52
met3 | 0.01603 | 0.040
-- Yosys cell counts (all sizes together), types with 3 or more instances --
cell	n	share of area
inv	12	0.058
and3	4	0.032
or3	3	0.024
buf	5	0.046
and2	10	0.080
nand2	3	0.014
dfrtp	9	0.29
a222oi	8	0.10
-- timing repair --
action,in CTS,in global routing
gates resized,47,15
endpoints found under the hold margin,0,0
gates cloned,2,0
endpoints found under the setup margin,27,11
setup buffers,12,8
hold buffers,0,0
pin swaps,23,9
Power figures rest on the tool's default switching activity, not on a simulated workload.
